[constraint.sdc]
current_design binary_to_bcd

set clk_period 7.5
set clk_io_pct 0.2

create_clock -name clk0 -period $clk_period

set non_clock_inputs [all_inputs -no_clocks]
set_input_delay [expr $clk_period * $clk_io_pct] -clock clk0 $non_clock_inputs
set_output_delay [expr $clk_period * $clk_io_pct] -clock clk0 [all_outputs]
[design.v]
module binary_to_bcd(input [7:0]IN,
		     output reg [3:0] bcd0,bcd1,bcd2);
		     integer n;
	always@(IN)
	begin
		bcd0=0; bcd1=0; bcd2=0;
		for(n=0; n<8; n=n+1)begin
			if(bcd0>4) bcd0 = bcd0+3;
			if(bcd1>4) bcd1 = bcd1+3;
			if(bcd2>4) bcd2 = bcd2+3;
			{bcd2,bcd1,bcd0} = {bcd2,bcd1,bcd0,IN[7-n]};
		end
	end
endmodule : binary_to_bcd
[run.sh]
#!/bin/bash
# OpenROAD 26Q1-2900-gdf79404cd8, Yosys 0.63+post, stock flow scripts
make -C /OpenROAD-flow-scripts/flow DESIGN_CONFIG=/design/flow/config.mk WORK_HOME=/design/flow/orfs finish
[config.mk]
export PLATFORM = sky130hd
export DESIGN_NAME = binary_to_bcd
export DESIGN_NICKNAME = binary_to_bcd
export VERILOG_FILES = /design/flow/design.v
export SDC_FILE = /design/flow/constraint.sdc
export NUM_CORES = 4
export LEC_CHECK = 1
export CORE_AREA = 10 10 70 70
export DIE_AREA = 0 0 80 80
==> metrics.cfg <==
[die]
dieArea_mm2 = 0.00640
coreArea_mm2 = 0.00342
die_y_um = 80
fp_util_pct = 27.3
rows = 21
die_w_um = 80
ios = 20

[worst_setup_path]
max_stage_delay_ns = 0.49
critPathMaxFanout = 6
cp-endpoint = bcd0[2]
crit_path_end_kind = output pin
cp_data_arrival_time_ns = 5.70
crit_family = buffers and inverters
cp.required_ns = 6.00
critPathLaunch = IN[5]
slowest_stage = clkdlybuf4s50_1
cp-start-kind = input port
crit_cells = 22
critPathKind = in -> out
path_buffers = 6
path_cells = clkdlybuf4s50_1 > inv_1 > ha_1 > inv_1 > ha_2 > nor2_1 > o41a_1 > xor2_1 > buf_4 > o21ai_2 > nand2_1 > nand2_1 > ha_2 > nor2_2 > o21a_1 > a221oi_2 > xnor2_1 > ha_2 > inv_1 > a21oi_2 > mux2i_1 > clkdlybuf4s50_1

[power_and_ir_drop]
ir_drop_v = 0.0000370
p_leak_nw = 0.463
powerDensity_mw_per_mm2 = 144
total_power_uw = 176

[layout]
layout_top_cell = clkdlybuf4s50_1
flops = 0
layout-drive-gt1-share_pct = 23.9
final_cell_mix = clkdlybuf4s50_1, inv_1, nor2_1
final_cells = 188
fillers = 372
syn_to_final_growth_pct = 30.4
logic_area_um2 = 902
regArea_um2 = 0
clock_buffer_count = 0

[yosys]
ys_cells = 124
ys_area_um2 = 933
ys_seq_share_pct = 0
syn_area_per_cell_um2 = 7.53
synthesis.instances = 124
yosysWarningCount = 1
synth.distinct_cells = 54
syn_area_um2 = 933

[sta]
finalCriticalPeriod_ns = 7.20
tns_ns = 0
rsz0062_at_grt = no
worst_slew_pin_slew_ns = 0.668
relSlewSlack_pct = 55.4
period_used_pct = 96.0
hold_viol_final = 0
report.final.setup_viol = 0
timing.fmax_ghz = 0.139
slew_violations = 0

[detailed_routing]
routedWlPerCell_um = 11.3
vias = 926
wirelength_mm = 2.12
wl_met1_mm = 1.12
drtPass1Iterations = 4
wl_met3_um = 79
drc_errors = 0
routed.top_layer = met3
initialDrtViolationCount = 75
vias_per_cell = 4.93
antennaDiodeCount = 0
met2_length_um = 920
drt.antenna.violating_nets = 0

[global_route]
grtUsageTotal_pct = 6.50
grt_pass1_vias = 840
grt_pass1_wl_mm = 3.72
antenna_found_initial = 0
grt_overflow = 0
grt_max_degree = 15

[worst_hold_path]
worstHoldPathType = in -> out
holdPathStages = 0

[placed_design]
hpwl_mm = 1.74
io_buffers = 16
place.gp.congestion = 0.858
dp_cells = 188

[clock_network]
postCtsHoldBufs = 0
cts_resized = 0
post_cts_buffers = 0

[flow_run]
maxCapViolCount = 0
warnings = 38

[status]
status = finished, final reports clean

[how the worst min path moves through the flow]
stage	slack [ns]	to	start
after CTS	3.00	bcd0[0]	IN[0]
after global routing	3.00	bcd0[0]	IN[0]
final	3.00	bcd0[0]	IN[0]
[cells by family (layout without fill, tap and decap cells)]
group / after synthesis / in the layout / synth area share [%]
and+or+nand+nor: 39 / 39 / 21.7
muxes: 5 / 5 / 6.03
adders and majority gates: 10 / 10 / 13.4
xor gates and xnor gates: 9 / 9 / 10.1
other: 1 / 2 / 0.402
buffers and inverters: 17 / 34 / 8.45
AOI/OAI and AO/OA: 43 / 43 / 39.9
[layer usage]
metal | up-vias | global-route usage [%]
met3 | 0 | 0.568
li1 | 499 | -
met5 | - | 0
met4 | 0 | 0.176
met1 | 413 | 9.79
met2 | 14 | 10.2
[cells in the mapped netlist, types with 3 or more instances]
master	count	area, um^2
nor2_1	11	41.3
o21ai_1	3	15.0
nand2_1	8	30.0
mux2i_1	3	30.0
a21oi_1	4	20.0
clkbuf_1	3	11.3
nand2b_1	4	25.0
o211ai_1	3	22.5
xnor2_1	5	43.8
inv_1	10	37.5
nor2b_1	3	18.8
ha_1	10	125
nand3_1	3	15.0
buf_4	4	30.0
o21ai_0	4	20.0
[report_power, final]
group	switching, mW	internal [mW]	leakage [nW]
combinational	0.0781	0.0978	0.463
sequential	0	0	0
clock	0	0	0
total	0.0781	0.0978	0.463
[area by class of cell]
type | count | share of cell area [%]
Inverter | 10 | 3.08
Timing Repair Buffer | 24 | 18.1
Tap cell | 46 | 4.73
Multi-Input combinational cell | 108 | 74.1
[per-stage QoR]
| step | setup slack (ns) | hold slack [ns] | instance area, um^2 | utilization [%] |
|---|---|---|---|---|
| detailed placement | 0.0606 | 3.00 | 1170 | 34.4 |
| global placement | 0.119 | 3.00 | 1170 | 34.4 |
| floorplan | 0.961 | 3.03 | 937 | - |
| CTS | 0.0431 | 3.00 | 1170 | 34.4 |
| finish | 0.303 | 3.00 | 1220 | 35.6 |
| global route | 0.00180 | 3.00 | 1220 | 35.6 |
Power is estimated from default activity; no workload was simulated.

**./design.v**
```verilog
module sync_ram (
    input clk,                   
    input rst_n,                 
    input cs,                    
    input oe,                    
    input we,                    
    input [7:0] address,         
    input [7:0] data_in,         
    output reg [7:0] data_out    
);
    reg [7:0] ram [255:0];
    integer i;
    always@(posedge clk,negedge rst_n) 
	    begin
	        if(~rst_n) 
	            for(i=0;i<256;i=i+1) 
	                ram[i]<=0;
	        else if(cs & we) 
	                ram[address]<=data_in;
	    end
    always@(posedge clk) 
	    begin
	        if(cs & oe) 
	            data_out<=ram[address];
	        else 
	            data_out<=8'hz; 
	    end
endmodule
```
**./run.sh**
```bash
#!/bin/bash
# OpenROAD 26Q1-2900-gdf79404cd8, Yosys 0.63+post, stock flow scripts
make -C /OpenROAD-flow-scripts/flow DESIGN_CONFIG=/design/flow/config.mk WORK_HOME=/design/flow/orfs finish
```
**./config.mk**
```make
export PLATFORM = sky130hd
export DESIGN_NAME = sync_ram
export DESIGN_NICKNAME = sync_ram
export VERILOG_FILES = /design/flow/design.v
export SDC_FILE = /design/flow/constraint.sdc
export NUM_CORES = 4
export LEC_CHECK = 1
export CORE_UTILIZATION = 30
```
**./constraint.sdc**
```tcl
current_design sync_ram

set clk_period 2.3
set clk_io_pct 0.2

create_clock -name clk0 -period $clk_period [get_ports {clk}]

set non_clock_inputs [all_inputs -no_clocks]
set_input_delay [expr $clk_period * $clk_io_pct] -clock clk0 $non_clock_inputs
set_output_delay [expr $clk_period * $clk_io_pct] -clock clk0 [all_outputs]
```
==> CHANGELOG.md <==
### Metrics

- Top cells by count: 2049 x mux2_2, 2048 x dfrtp_1, 482 x a22oi_1
- Num CTS Buffers: 231
- Crit path max-delay cell type: a22oi_1
- Final std cell area, no fill: 130000 um2
- FA/HA/MAJ Cells, Area Fraction: 0%
- Crit path launch type: primary input
- Number of cells in Yosys stat: 6860
- RSZ-0062 raised after global routing: true
- Final worst-path cycle share: 147%
- Share of cells above drive strength 1: 57.1%
- First-pass GRT wire length: 872000 um
- WP data arrival: 4.27 ns
- Main logic family: multiplexers
- Routed Wire Length: 689000 um
- Flops after synth: 2056
- Io pins: 29
- Xor/xnor share of the synthesized area: 0.0191%
- Crit-path cells: buf_6 > buf_12 > buf_12 > buf_4 > and4b_4 > buf_12 > buf_8 > a22oi_1 > o22a_1 > nand3_1 > nor4_1 > buf_4 > nand4_1 > nor4_4 > buf_4 > a21oi_2
- Max Slew Vio Count: 0
- H-tree Lvls: 4
- Dominant Register Cell: dfrtp_1
- Pin count of the biggest net entering global routing: 100
- Cells after Synth: 6860
- Vias: 85800
- Full die area: 308000 um2
- Asr flop ratio synth: 99.6%
- Max Freq: 0.295 GHz
- Worst Setup End Kind: register
- Core Rows: 202
- Ao+oa area frac: 10.2%
- CTS Root Cell: clkbuf_16
- Init Core Util: 30.2%
- Tot Pwr: 84.9 mW
- CTS Buffer Depth: 4
- Status: finished, violations left
- Iter 0 DRT Violations: 10800
- Final min period: 3.39 ns
- GRT Total Usage: 45.7%
- Delay of the slowest cell on the worst path: 0.72 ns
- Synth Seq Share: 56.0%
- PortBufs: 27
- Max-Cap Viols: 0
- Die height: 555 um
- Most frequent cell after synthesis: mux2_2
- Dpl ws: -2.99 ns
- Yosys Chip Area: 91900 um2
- MUX area fraction: 25.1%
- Final hold violation count: 0
- Crit Path Max Fanout: 8
- Distinct cells, synth: 76
- CTS clock-pin slew for the worst setup and hold paths: 0.06 ns
- Core Region: 304000 um2
- Total global routing overflow: 0
- Leakage power: 61.4 nW
- Worst min-delay path class: primary input to register
- Largest area contributor in the netlist: dfrtp_1
- Slew margin rel.: 16.0%
- Failing checks: setup timing
- Ys Warns: 3
- Synth Cell Area: 91900 um2
- EDFF count, synth: 0
- Clock Latency Late Sink: 0.98 ns
- Placed Instance Area: 117000 um2
- Antenna violations before repair: 97
- Top cell area share: 55.8%
- Pwr dens: 655 nW/um2
- Final setup fails: 128
- Core Util, Final: 42.6%
- Area growth, synth to finish: 41.0%
- CTS tree: built
- DR pass1 iterations: 12
- Worst vdd ir: 0.000665 V
- Tool warnings: 31
- Clock Sinks: 2056
- Syn avg cell area: 13.4 um2
- Vias per Instance: 6.51
- Post-DP HPWL: 513000 um
- Worst Skew: 0.0911 ns
- Final worst slack: -1.09 ns
- Die Span X: 555 um
- Simple share: 5.95%
- Drt wl/cell: 52.3 um
- Worst-Margin Slew: 1.26 ns
- Final ANT Viol Nets: 0
- Setup CP Type: primary input to register
- Fill count: 27100
- Placer Congestion: 1.29
- Worst endpoint required time: 3.18 ns
- DRC violations left: 0
- Top area cell types: dfrtp_1 56%, mux2_2 25%, a22oi_1 3.9%, a32oi_1 1.9%, clkbuf_1 1.3%
- Vias in the first global route: 83000
[logic make-up after synthesis]
group	count (synthesis)
AND-OR/OR-AND	1198
XOR/XNOR	2
buffers and inverters	569
flip-flops	2056
multiplexers	2051
AND/OR/NAND/NOR	984
[registers in the layout, indices dropped and copies added, names as in the netlist]
register	cells
data_out	8
ram	2048
[power breakdown]
part / internal (mW) / switching [mW]
clock network: 23.3 / 16.9
logic: 2.29 / 4.36
registers: 37.1 / 0.938
[worst max-delay path, delay by kind of cell]
family / cells / cell delay [ns]
buffers and inverters: 8 / 1.24
AOI/OAI and AO/OA: 3 / 1.22
and+or+nand+nor: 5 / 1.29
[through the flow]
stage | hold WS [ns] | cells | TNS [ns]
final | 0.0659 | 13200 | -10.35
after global routing | 0.0720 | 13100 | -6.04
after detailed placement | 0.437 | 12500 | -1419.17
after global placement | 0.435 | 12500 | -1412.91
after CTS | 0.0153 | 13000 | -4.44
after floorplan | 0.164 | 6860 | -291.77
[path summary, 6_finish.rpt]
kind | start | end | slack [ns] | cells past startpoint
min reg2reg | ram[192][3] | ram[192][3] | 0.50 | 1
max in group asynchronous | rst_n | ram[181][0] | 0.65 | 6
max | address[5] | data_out[2] | -1.09 | 16
min | data_in[6] | ram[229][6] | 0.07 | 2
min in group asynchronous | rst_n | ram[3][1] | 0.46 | 4
max reg2reg | ram[24][2] | data_out[2] | -1.07 | 9
[layout make-up]
| class | count | area (um2) | share of cell area [%] |
|---|---|---|---|
| inverter | 4 | 15.0 | 0.0116 |
| clock inverter | 102 | 1440 | 1.11 |
| antenna | 88 | 220 | 0.170 |
| multi-input combinational | 4235 | 40800 | 31.5 |
| timing repair buffer | 2287 | 23900 | 18.4 |
| sequential | 2056 | 51400 | 39.7 |
| clock buffer | 322 | 6620 | 5.11 |
| tap | 4080 | 5100 | 3.94 |
[what timing repair did]
| item | CTS | global route |
|---|---|---|
| cloned | 3 | 8 |
| hold endpoints to repair | 396 | 0 |
| setup endpoints to repair | 207 | 130 |
| hold buffers | 6 | 0 |
| pin swaps | 76 | 74 |
| gates resized | 330 | 244 |
| buffers inserted | 39 | 101 |
[cells in the final DEF (no fill, tap or decap), types with 13 or more instances in the layout]
cell,Yosys,layout
nand3_1,150,135
nor3_4,9,28
a22oi_2,0,57
o21ai_0,21,19
clkinv_2,0,55
o22ai_1,147,133
buf_6,6,101
a22oi_1,482,425
nor4_4,0,21
mux2_2,2049,1946
nand4_1,84,84
clkbuf_16,0,240
nor4_1,65,34
buf_8,0,28
and3_1,31,30
diode_2,0,88
nor2_1,228,166
bufinv_16,0,28
nor2_4,0,39
nand2_1,197,175
a21oi_1,50,45
a222oi_1,77,77
nor2_2,31,54
nand2_2,1,17
buf_4,27,1664
clkbuf_8,0,50
nor3_1,31,21
clkbuf_1,314,41
buf_12,0,463
a32o_1,23,21
or4_1,20,13
a32oi_1,200,187
mux2_4,0,103
nor3_2,45,36
a221oi_1,51,37
dfrtp_1,2048,2040
a22o_1,69,66
[routing by layer]
layer / up-vias / global-route usage (%) / wire, um
met5: - / 15.6 / 5710
met4: 129 / 39.2 / 80500
met3: 2958 / 36.5 / 131000
met2: 8402 / 56.0 / 254000
met1: 43900 / 48.2 / 218000
li1: 30400 / - / -
Power figures rest on the tool's default switching activity, not on a simulated workload.
